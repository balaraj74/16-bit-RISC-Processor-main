===== design/flow/run.sh =====
#!/bin/bash
# OpenROAD 26Q1-2900-gdf79404cd8, Yosys 0.63+post, stock flow scripts
make -C /OpenROAD-flow-scripts/flow DESIGN_CONFIG=/design/flow/config.mk WORK_HOME=/design/flow/orfs finish

===== design/flow/config.mk =====
export PLATFORM = sky130hd
export DESIGN_NAME = cpu
export DESIGN_NICKNAME = cpu
export VERILOG_FILES = /design/flow/design.v
export SDC_FILE = /design/flow/constraint.sdc
export NUM_CORES = 4
export LEC_CHECK = 1
export CORE_UTILIZATION = 50
export SYNTH_HDL_FRONTEND = slang

===== design/flow/constraint.sdc =====
current_design cpu

set clk_period 9.5
set clk_io_pct 0.2

create_clock -name clk0 -period $clk_period [get_ports {clk}]

set non_clock_inputs [all_inputs -no_clocks]
set_input_delay [expr $clk_period * $clk_io_pct] -clock clk0 $non_clock_inputs
set_output_delay [expr $clk_period * $clk_io_pct] -clock clk0 [all_outputs]

===== design/flow/design.v =====
module cpu(
    input clk,
    input rst,
    output reg halted,
    output reg [15:0] mem_addr,
    input  [15:0] mem_rdata,
    output reg [15:0] mem_wdata,
    output reg mem_we
);
    reg [15:0] pc;
    reg [15:0] inst;
    reg [15:0] regfile [0:15];
    wire [3:0] opcode = inst[15:12];
    wire [3:0] rd     = inst[11:8];
    wire [3:0] rs     = inst[7:4];
    wire [3:0] rt     = inst[3:0];
    wire [7:0] imm8   = inst[7:0];
    wire [3:0] off4   = inst[3:0];
    wire [3:0] base4  = inst[7:4];
    wire [3:0] rs_br  = inst[11:8];
    wire [3:0] rt_br  = inst[7:4];
    function [15:0] sign_ext4;
        input [3:0] x; begin
            sign_ext4 = {{12{x[3]}}, x};
        end
    endfunction
    function [15:0] sign_ext8;
        input [7:0] x; begin
            sign_ext8 = {{8{x[7]}}, x};
        end
    endfunction
    reg [15:0] alu_out;
    always @(posedge clk) begin
        if (rst) begin
            pc <= 16'd0;
            halted <= 0;
            mem_we <= 0;
            mem_addr <= 16'd0;
            mem_wdata <= 16'd0;
            regfile[0] <= 16'd0;
            regfile[1] <= 16'd0;
            regfile[2] <= 16'd0;
            regfile[3] <= 16'd0;
            regfile[4] <= 16'd0;
            regfile[5] <= 16'd0;
            regfile[6] <= 16'd0;
            regfile[7] <= 16'd0;
            regfile[8] <= 16'd0;
            regfile[9] <= 16'd0;
            regfile[10] <= 16'd0;
            regfile[11] <= 16'd0;
            regfile[12] <= 16'd0;
            regfile[13] <= 16'd0;
            regfile[14] <= 16'd0;
            regfile[15] <= 16'd0;
        end else if (!halted) begin
            mem_addr <= pc;
            mem_we <= 0;
            inst <= mem_rdata;
            case (opcode)
                4'h0: begin  
                    alu_out = regfile[rs] + regfile[rt];
                    regfile[rd] <= alu_out;
                    pc <= pc + 1;
                end
                4'h1: begin  
                    alu_out = regfile[rs] - regfile[rt];
                    regfile[rd] <= alu_out;
                    pc <= pc + 1;
                end
                4'h2: begin  
                    regfile[rd] <= regfile[rs] & regfile[rt];
                    pc <= pc + 1;
                end
                4'h3: begin  
                    regfile[rd] <= regfile[rs] | regfile[rt];
                    pc <= pc + 1;
                end
                4'h4: begin  
                    regfile[rd] <= regfile[rs] ^ regfile[rt];
                    pc <= pc + 1;
                end
                4'h5: begin  
                    regfile[rd] <= (regfile[rs] < regfile[rt]) ? 16'd1 : 16'd0;
                    pc <= pc + 1;
                end
                4'h6: begin  
                    regfile[rd] <= regfile[rd] + sign_ext8(imm8);
                    pc <= pc + 1;
                end
                4'h7: begin  
                    regfile[rd] <= {8'd0, imm8};
                    pc <= pc + 1;
                end
                4'h8: begin  
                    mem_addr <= regfile[base4] + sign_ext4(off4);
                    mem_we <= 0;
                    regfile[rd] <= mem_rdata;
                    pc <= pc + 1;
                end
                4'h9: begin  
                    mem_addr <= regfile[base4] + sign_ext4(off4);
                    mem_wdata <= regfile[rd];
                    mem_we <= 1;
                    pc <= pc + 1;
                end
                4'hA: begin  
                    if (regfile[rs_br] == regfile[rt_br])
                        pc <= pc + sign_ext4(off4);
                    else
                        pc <= pc + 1;
                    mem_we <= 0;
                end
                4'hB: begin  
                    if (regfile[rs_br] != regfile[rt_br])
                        pc <= pc + sign_ext4(off4);
                    else
                        pc <= pc + 1;
                    mem_we <= 0;
                end
                4'hC: begin  
                    pc <= {8'd0, imm8};
                    mem_we <= 0;
                end
                4'hD: begin  
                    halted <= 1;
                    mem_we <= 0;
                end
                default: begin
                    pc <= pc + 1;
                    mem_we <= 0;
                end
            endcase
        end
    end
endmodule

==> flow_summary.yaml <==
# generated from flow reports
run_status:
  status: "finished clean"
synth:
  mux_share: 0.227
  yosysWarnings: 0
  seq_area_frac_synth: 0.413
  top_logic_kind: "multiplexers"
  yosysChipArea_um2: 22800
  flop_cell: "edfxtp_1"
  top_cell: "nor2_1"
  simple_gate_share: 0.126
  ys_sh_xor: 0.0258
  edf_count: 272
  synth_area_leader_cell: "edfxtp_1"
  top_cells_by_count: "373 x nor2_1, 272 x edfxtp_1, 189 x mux4_2, 159 x nand2_1, 106 x a21oi_1"
  synth_cell_types: 85
  synthAoiAreaFrac: 0.111
  async_flop_share: 0
  ys_cells: 2024
  synthAdderAreaFrac: 0.0561
  syn_inst: 2024
  avgSynthCellArea_um2: 11.2
  synth_flops: 334
  top_area_frac: 0.359
  synthTopCellsByArea: "edfxtp_1 36%, mux4_2 19%, nor2_1 6.2%"
  synth_area_um2: 22800
die:
  core_region_area_um2: 44600
  die_h_um: 215
  chipArea_um2: 46400
  die_x_um: 215
  floorplan.io_pins: 52
  initCoreUtil: 0.510
  rows: 77
clocking:
  cts_hold_buf: 0
  cts_root_buf: "clkbuf_16"
  clk_pin_slew_ps: 60
  postCtsSetupRepairBufs: 0
  cts_tree: "yes"
  cts_max_level: 2
  cts.repair.resized: 0
  clkSinkCount: 334
  clk_path_buf_depth: 3
  clock_latency_ps: 600
  cts-buffers-inserted: 40
final_timing:
  min_period_ps: 6230
  max-slew-margin-rel: 0.347
  skew_ps: 32.7
  finalSetupViolCount: 0
  final-hold-violation-count: 0
  tns_ps: 0
  rsz0062_at_grt: "no"
  worst_pin_slew_ps: 974
  min_period_over_period: 0.656
  fmax_ghz: 0.160
  slew_violations: 0
worst_setup_path:
  crit_type: "reg -> reg"
  reg2regPathDepth: 17
  cp-end-kind: "register"
  worstPathArrival_ps: 6560
  worstPathRequired_ps: 9830
  regToRegEndpoint: "regfile[6][8]"
  r2r_setup_slack_ps: 3270
  crit_path_max_fanout: 27
  start_kind: "register"
global_routing:
  grt_usage: 0.371
  grt_overflow: 0
  grt_max_degree: 45
  grt_pass1_wl_um: 116000
  grt_pass1_vias: 17900
  antenna_found_initial: 1
power_and_ir_drop:
  p_switching_mw: 1.80
  total_power_mw: 4.99
  power_density_nw_per_um2: 197
  intPower_mw: 3.19
  power_frac_seq: 0.350
  clkPwrFrac: 0.309
  combPwrFrac: 0.340
  p_sw_frac: 0.360
  vdd_ir_drop_max_v: 0.000158
  leakagePower_nw: 9.47
place:
  place_congestion: 1.01
  io_buffers: 51
  place_inst: 2611
  hpwl_um: 54800
flow_run:
  tool_warnings: 57
  maxCapViolations: 0
worst_hold_path:
  hold_end: "mem_wdata[14]"
  hold_depth: 2
  hp-start: "mem_wdata[14]"
  hold_class: "reg -> reg"
cells_and_area:
  area_growth_pct: 11.3
  fill_cells: 3674
  fin_util: 0.568
  layout-drive-gt1-share: 0.175
  layout.cells.non_filler: 2680
detailed_routing:
  avgRoutedWirePerCell_um: 29.0
  vias: 17600
  route.detailed.drc: 0
  drtIter0Drc: 1444
  wirelength_um: 77600
  routed_via_density: 6.59
  drt-pass1-iter-count: 7
  antenna_cells: 0
  final_antenna_net_count: 0
==> worst max-delay path by stage <==
stage | start | endpoint | cells after the start
after CTS | register | regfile[6][8] | 17
final | register | regfile[6][8] | 17
after global routing | register | regfile[9][8] | 17
==> sequential cells by signal, summed over array words and instances (netlist names), named ones only <==
register and flops:
mem_addr 16, regfile 256, halted 1, mem_wdata 16, mem_we 1, pc 16, inst 16
==> power groups by stage <==
stage / clock [mW] / sequential, mW / combinational [mW]
CTS: 1.55 / 1.74 / 1.67
global route: 1.61 / 1.76 / 1.82
finish: 1.54 / 1.75 / 1.70
==> cell type report <==
| class | instances | area, µm² | share of cell area |
|---|---|---|---|
| multi-input cells | 1476 | 12500 | 0.492 |
| flip-flops and latches | 334 | 9420 | 0.372 |
| repair buffers | 135 | 1140 | 0.0451 |
| clock buffers | 51 | 1080 | 0.0428 |
| well taps | 592 | 741 | 0.0292 |
| inverters | 74 | 278 | 0.0110 |
| clock inverters | 18 | 205 | 0.00810 |
==> layer usage <==
layer  vias up  global-route usage  part of all wire
met1      8623               0.498              0.36
li1       7769                   -                 -
met3       169               0.221              0.15
met2      1086               0.532              0.46
met4         2               0.113             0.038
met5         -             0.00417           0.00021
==> worst max-delay path, cell delays in order, from the launching register on <==
cell and delay (ps):
dfxtp_4 760, buf_4 600, buf_4 390, mux4_2 540
mux4_2 530, inv_1 110, ha_1 280, a21o_1 200
a21o_1 200, a21o_1 200, a21o_1 190, a2111oi_0 400
a211o_1 160, xor2_1 150, a211oi_1 90, a2111oi_0 410
o32a_1 650, nor2_1 90
==> per-stage QoR <==
stage / hold slack (ps) / worst slack [ps] / area [µm²]
detailed placement: 446 / 3000 / 24000
global placement: 445 / 3050 / 24000
global route: 471 / 2720 / 25300
floorplan: 422 / 3870 / 22800
CTS: 454 / 3250 / 25300
finish: 451 / 3270 / 25300
==> cells in the final DEF (no fill, tap or decap), types with 13 or more instances in the layout <==
cell / synthesis / layout
a211oi_1: 16 / 16
a21o_1: 22 / 22
a21oi_1: 106 / 106
a221oi_1: 26 / 23
a22oi_1: 44 / 44
and3_1: 16 / 16
buf_4: 7 / 84
clkbuf_16: 0 / 41
clkdlybuf4s50_1: 0 / 51
dfxtp_1: 62 / 56
edfxtp_1: 272 / 272
ha_1: 94 / 94
inv_1: 71 / 71
mux2i_1: 41 / 41
mux4_1: 13 / 13
mux4_2: 189 / 189
nand2_1: 159 / 159
nand3_1: 27 / 27
nor2_1: 373 / 373
nor2b_1: 18 / 18
nor3_1: 27 / 25
o211ai_1: 13 / 13
o21ai_0: 53 / 53
xnor2_1: 47 / 47
xor2_1: 20 / 20
==> kinds of logic after synthesis <==
logic type | count (synthesis)
AND-OR/OR-AND | 378
XOR/XNOR | 67
adder cells (fa/ha/maj) | 99
buffers and inverters | 214
flip-flops | 334
multiplexers | 256
AND/OR/NAND/NOR | 676
Power is estimated from default activity; no workload was simulated.
