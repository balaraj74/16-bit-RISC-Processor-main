==> design/flow/mem_init.hex <==
0001
1002
2003
F000

==> design/flow/constraint.sdc <==
current_design mem

set clk_period 19.4
set clk_io_pct 0.2

create_clock -name clk0 -period $clk_period [get_ports {clk}]

set non_clock_inputs [all_inputs -no_clocks]
set_input_delay [expr $clk_period * $clk_io_pct] -clock clk0 $non_clock_inputs
set_output_delay [expr $clk_period * $clk_io_pct] -clock clk0 [all_outputs]
==> design/flow/design.v <==
module mem(
    input clk,
    input [15:0] addr,
    input [15:0] wdata,
    input we,
    output reg [15:0] rdata
);
    reg [15:0] mem_array [0:255];
    initial begin
        $readmemh("mem_init.hex", mem_array);
    end
    always @(posedge clk) begin
        if (we) begin
            mem_array[addr] <= wdata;
        end
        rdata <= mem_array[addr];
    end
    task dump_mem;
        input integer start, finish;
        integer i;
        begin
            for (i = start; i <= finish; i = i + 1)
                $display("MEM[%0d] = %0h", i, mem_array[i]);
        end
    endtask
endmodule
==> design/flow/run.sh <==
#!/bin/bash
# OpenROAD 26Q1-2900-gdf79404cd8, Yosys 0.63+post, stock flow scripts
make -C /OpenROAD-flow-scripts/flow DESIGN_CONFIG=/design/flow/config.mk WORK_HOME=/design/flow/orfs finish
==> design/flow/config.mk <==
export PLATFORM = sky130hd
export DESIGN_NAME = mem
export DESIGN_NICKNAME = mem
export VERILOG_FILES = /design/flow/design.v
export SDC_FILE = /design/flow/constraint.sdc
export NUM_CORES = 4
export LEC_CHECK = 1
export CORE_UTILIZATION = 40
export SYNTH_HDL_FRONTEND = slang
==> Table 3: Implementation characteristics <==
Physical implementation characteristics

Parameter                              Value

Synth
  Post-synth cell types .................. 22
  Most used flip-flop cell .................. edfxtp_1
  Cell count after synthesis .................. 6,727
  Post-synth tally of flip-flops with integrated enable .................. 4,096
  Yosys top cell by instances .................. edfxtp_1
  Warning count from the yosys run .................. 0
  Mean Syn Cell Area .................. 23.1 sq um
  Share of the yosys chip area belonging to registers .................. 0.794
  Commonest cells in the synthesized netlist .................. edfxtp_1 (4,096), mux4_2 (1,024), a22oi_1 (512), a21oi_1 (256), clkbuf_1 (249)
  Leading post-synthesis cells by cell area .................. edfxtp_1 (79%), mux4_2 (15%), a22oi_1 (2.5%)
  Count of instantiated cells in the yosys netlist .................. 6,727
  Post-Syn Area .................. 155,000 sq um
  Fraction of synthesized cell area taken by the top area cell type .................. 0.791
  Top cell type by total area after synthesis .................. edfxtp_1
  Yosys synthesis chip area .................. 155,000 sq um
  Register bit count reported by yosys .................. 4,112
  Post-synth ARST share .................. 0

Power and ir drop
  PwrDens .................. 103 nW/um^2
  Peak supply drop .................. 0.0802 mV
  Clock network fraction of design power .................. 0.421
  Part of the total power dissipated in combinational logic .................. 0.044
  Net switching power .................. 3850 uW
  Leakage power of the design .................. 0.0544 uW
  Total power .................. 18,300 uW
  Sequential share of power .................. 0.535
  Internal cell power .................. 14,500 uW
  Fraction of power spent switching nets .................. 0.210

Final layout
  Finished Core Util .................. 0.460
  Total non-filler cell area in the finished layout .................. 178,000 sq um
  Proportion of layout cells with a drive suffix above 1 .................. 0.293
  Layout overhead on the synthesized area .................. 14.5%
  Count of filler cells inserted in the layout .................. 31,100

Placed design
  Number of buffers added on ports .................. 41
  Routability Congestion .................. 0.860
  Area after DPL .................. 165,000 sq um
  HPWL after detailed placement .................. 223 mm

Min path
  Worst hold path class .................. reg -> reg

Job
  Max-cap violations .................. 0
  Log Warnings .................. 34

Timing
  Final total negative setup slack .................. 0 ns
  Layout Skew .................. 0.0495 ns
  Tcrit/Tclk final .................. 0.467
  Min Clock Period, post-route .................. 9.06 ns
  Number of setup violations in the final report .................. 0
  Final Slew Violations .................. 0
  Final hold viol count .................. 0
  Unrepaired setup endpoints after global routing .................. false
  Slew @ Worst Pin .................. 1.24 ns
  Rel. slew slack .................. 0.162
  Highest Clock Rate .................. 0.110 GHz

Outcome
  Result of the run .................. complete, no violations

Clock tree
  Clock H-tree levels .................. 5
  Root buffer cell .................. clkbuf_16
  Worst-path clk slew .................. 0.06 ns
  CTS Buffer Depth .................. 4
  Hold buffer count at CTS .................. 0
  Total of cells resized after clock tree synthesis .................. 0
  TritonCTS clock tree .................. yes
  Number of buffers added for setup after CTS .................. 0
  CTS buffer count .................. 408
  Number of clock sinks seen by CTS .................. 4,112
  Insertion Delay late pin .................. 0.97 ns

Setup path
  Arr. time, crit path .................. 9.86 ns
  Cell-by-cell trace of the critical path .................. buf_8, buf_4, buf_4, buf_12, buf_4, buf_4, buf_4, mux4_2, a22oi_1, a21oi_1, o41ai_1, nand4_1
  Required time of the worst setup path .................. 20.21 ns
  Category of the most critical setup path .................. in -> reg
  Highest-delay cell along the critical path .................. o41ai_1
  Delay contributed by the slowest stage of the critical path .................. 0.92 ns
  Largest fanout on the critical path .................. 84
  Register-to-register setup slack .................. 16.37 ns
  Endpoint type of the worst setup path .................. flop
  Kind of launch point of the worst setup path .................. primary input
  Most used cell, CP .................. buf_4

Die
  Floorplan-stage core utilization .................. 0.402
  Die height .................. 625 um
  X dimension of the die .................. 625 um
  Top-level port count .................. 50
  DIE AREA .................. 391,000 sq um
  Placeable core region .................. 386,000 sq um
  Standard-cell row count .................. 228

Global route
  Number of global-route vias before repair .................. 81,100
  Total routing usage reported by global routing .................. 0.221
  Largest net degree at the start of global routing .................. 85
  Global-route wire length before repair .................. 559 mm
  Number of antenna violations at the first check in global routing .................. 13
  Final global-route overflow total .................. 0

Routing
  Remaining design rule violation count .................. 0
  Count of vias placed by the detailed router .................. 72,300
  Iteration count of the initial detailed-routing pass .................. 5
  Average wire per standard cell .................. 30.3 um
  Number of vias per cell after detailed routing .................. 5.66
  Routed wire length .................. 387 mm
  Starting DRC count in detailed routing .................. 5,106
  DRT antenna net count .................. 0
-- worst paths after layout --
| path | depth (start not counted) | endpoint | from |
|---|---|---|---|
| max reg2reg | 5 | rdata[6]$_DFF_P_ | mem_array[235][6]$_DFFE_PP_ |
| max | 12 | rdata[13]$_DFF_P_ | addr[1] |
| min | 5 | rdata[14]$_DFF_P_ | mem_array[16][14]$_DFFE_PP_ |
| min reg2reg | 5 | rdata[14]$_DFF_P_ | mem_array[16][14]$_DFFE_PP_ |
-- stage by stage --
| step | hold slack [ns] | instances | setup slack, ns |
|---|---|---|---|
| after floorplan | 0.819 | 6727 | 12.82 |
| after global routing | 1.00 | 12800 | 10.07 |
| after CTS | 0.948 | 12800 | 10.44 |
| after global placement | 0.927 | 12000 | 9.46 |
| after detailed placement | 0.948 | 12000 | 9.43 |
| final | 0.958 | 12800 | 10.34 |
-- cell families after synthesis --
logic type	Yosys count	synth area share
flip-flops	4112	0.794
buffers and inverters	421	0.0124
multiplexers	1024	0.148
AND/OR/NAND/NOR	338	0.00907
AND-OR/OR-AND	832	0.0366
-- worst max-delay path, delay by kind of cell --
family | cells | cell delay (ns)
buffers and inverters | 7 | 3.77
AND-OR/OR-AND | 3 | 1.44
multiplexers | 1 | 0.38
AND/OR/NAND/NOR | 1 | 0.16
-- per-layer routing --
layer,vias to the layer above,share of wire,GRT usage
met3,590,0.17,0.174
met4,18,0.034,0.0596
li1,30100,-,-
met5,-,0.0014,0.0123
met1,37100,0.31,0.253
met2,4504,0.48,0.328
-- state kept, by name, summed over array words and instances (netlist names) --
| signal | count |
|---|---|
| mem_array | 4096 |
| rdata | 16 |
-- placed cells by master, fill, tap and decap left out, types with 17 or more instances in the layout --
cell type | synthesis | routed
clkinv_2 | 0 | 93
clkinv_1 | 0 | 75
a22oi_1 | 512 | 512
nand2_1 | 28 | 24
edfxtp_1 | 4096 | 4096
bufinv_16 | 0 | 38
buf_4 | 16 | 480
nor3_2 | 0 | 30
clkbuf_1 | 249 | 85
clkbuf_16 | 0 | 410
o41ai_2 | 0 | 32
nor2_1 | 232 | 207
buf_8 | 0 | 17
a21oi_1 | 256 | 256
nor2_2 | 0 | 24
o41ai_1 | 64 | 32
clkdlybuf4s50_1 | 0 | 23
mux4_2 | 1024 | 1024
-- power by group through the flow --
stage,clock (uW),sequential (uW),combinational [uW]
after CTS,7840,9810,823
after global routing,8180,9800,873
final,7710,9810,810
-- final cells by class --
type                       count  area (sq um)  area share
antenna                       14          35.0    0.000197
clock inverter               247          2460      0.0138
inverter                       1          3.75   0.0000211
sequential                  4112        123000       0.693
multi-input combinational   2194         30700       0.173
clock buffer                 498         10600      0.0597
tap                         5175          6470      0.0364
timing repair buffer         527          4240      0.0238
Power and IR drop assume default switching activity.
